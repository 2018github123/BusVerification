==> flow/design.v <==
module spi (
    input clk,     
    input rst_n,   
    input rd,
    input wr,
    input si,
    input [8 - 1:0] data_in,
    output sclk,
    output so,
    output cs,
    output [8 -1:0] data_out
);
parameter   bit7=4'd0,
            bit6 = 4'd1,
            bit5 = 4'd2,
            bit4 = 4'd3,
            bit3 = 4'd4,
            bit2 = 4'd5,
            bit1 = 4'd6,
            bit0 = 4'd7,
            bit_end = 4'd8;
parameter   bit70 = 4'd0,
            bit60 = 4'd1,
            bit50 = 4'd2,
            bit40 = 4'd3,
            bit30 = 4'd4,
            bit20 = 4'd5,
            bit10 = 4'd6,
            bit00 = 4'd7,
            bit0_end = 4'd8;
wire [8-1:0] data_out;
reg [8-1:0] dout_buf;
reg FF;
reg sclk;
reg so;
reg cs;
reg [3:0] send_state;
reg [3:0] receive_state;
always @(posedge clk or negedge rst_n) begin 
    if(~rst_n) begin
        sclk <= 0;
        cs <= 1;
    end 
    else if(rd|wr) begin
        sclk <= ~sclk;
        cs <= 0;
    end
    else begin
        sclk <= 0;
        cs <= 1;
    end
end
assign data_out = (FF==1)? dout_buf:8'hz;
always @(posedge clk ) begin 
    if(wr) begin
        send_state <= 4'b0;
        send_data();
    end 
end
always @(posedge clk ) begin 
    if(rd) begin
         receive_state <= bit70;
         FF <= 0;
         receive_data();
    end 
end
task send_data;
    begin
        case (send_state)
            bit7: begin
                    so <= data_in[7];
                    send_state<=bit6;
                 end
            bit6:begin
                so <= data_in[6];
                send_state <= bit5;
            end
            bit5:begin
                so <= data_in[5];
                send_state <= bit4;
            end
            bit4:begin
                so <= data_in[4];
                send_state <= bit3;
            end
            bit3:begin
                so <= data_in[3];
                send_state <= bit2;
            end
            bit2:begin
                so <= data_in[2];
                send_state <= bit1;
            end
            bit1:begin
                so <= data_in[1];
                send_state <= bit0;
            end
            bit0:begin
                so <= data_in[0];
                send_state <= bit_end;
            end
            bit_end : begin
                so <= 1'bz;
                send_state <= bit7;
            end
            default: ;
        endcase
    end
endtask 
task receive_data;
    begin
        case (receive_state)
            bit70:begin
                dout_buf[7] <= si;
                receive_state <= bit60;
            end
            bit60:begin
                dout_buf[6] <= si;
                receive_state <= bit50;
            end
            bit50:begin
                dout_buf[5] <= si;
                receive_state <= bit40;
            end
            bit40:begin
                dout_buf[4] <= si;
                receive_state <= bit30;
            end
            bit30:begin
                dout_buf[3] <= si;
                receive_state <= bit20;
            end
            bit20:begin
                dout_buf[2] <= si;
                receive_state <= bit10;
            end
            bit10:begin
                dout_buf[1] <= si;
                receive_state <= bit00;
            end
            bit00:begin
                dout_buf[0] <= si;
                receive_state <= bit0_end;
            end
            bit0_end:begin
                dout_buf <= 8'hzz;
                receive_state <= bit70;
            end
            default :  ;
        endcase
    end
endtask 
endmodule
==> flow/run.sh <==
#!/bin/bash
# OpenROAD 26Q1-2900-gdf79404cd8, Yosys 0.63+post, stock flow scripts
make -C /OpenROAD-flow-scripts/flow DESIGN_CONFIG=/design/flow/config.mk WORK_HOME=/design/flow/orfs finish
==> flow/config.mk <==
export PLATFORM = sky130hd
export DESIGN_NAME = spi
export DESIGN_NICKNAME = spi
export VERILOG_FILES = /design/flow/design.v
export SDC_FILE = /design/flow/constraint.sdc
export NUM_CORES = 4
export LEC_CHECK = 1
export CORE_AREA = 10 10 76 76
export DIE_AREA = 0 0 86 86
==> flow/constraint.sdc <==
current_design spi

set clk_period 1.4
set clk_io_pct 0.2

create_clock -name clk0 -period $clk_period [get_ports {clk}]

set non_clock_inputs [all_inputs -no_clocks]
set_input_delay [expr $clk_period * $clk_io_pct] -clock clk0 $non_clock_inputs
set_output_delay [expr $clk_period * $clk_io_pct] -clock clk0 [all_outputs]
==> changes_impl.md <==
## Flow update

- Outcome: finished, final reports clean
- Post-Syn Area: 492 sq um
- Startpoint types: flip-flop
- Initial antenna violation count: 0
- Ys async rst share: 16.7%
- RSZ-0062 raised after global routing: true
- Routability cong.: 0.741
- CTS buffer count: 3
- Drt pass-1 iters: 4
- Req. time, crit path: 1.39 ns
- Post-layout period usage: 99.7%
- Total Wirelength: 1060 um
- Primary FF master, synth: edfxtp_1
- Setup ws final: 0.00472 ns
- Layout fillers: 444
- CP max stage delay: 0.40 ns
- Via count: 310
- Synth Warn #: 4
- Critical path endpoint category: flip-flop
- Grt ovf: 0
- Achievable Freq: 0.717 GHz
- Clk_skew: 0.00552 ns
- Hold Path Class: in2async
- Crit-path max FO: 2
- Core area: 4120 sq um
- Leak Pwr: 0.295 nW
- Worst vdd ir: 0.000529 V
- Largest net degree at the start of global routing: 8
- Wire length per cell: 10.2 um
- Routed Antenna Nets: 0
- Yosys cell count: 32
- Clock sinks: 12
- Initial drt markers: 13
- Synth area leaders: edfxtp_1 (61%), buf_4 (12%), dfstp_2 (5.3%), dfrtp_1 (5.1%), a22oi_1 (3.1%)
- Row cnt: 23
- Family with the most delay on the worst path: simple AND/OR/NAND/NOR gates
- Ant. Diodes: 0
- Area leader, netlist: edfxtp_1
- Number of cells after detailed placement: 100
- Hold Vio Cnt, Final: 0
- WS Path Type: reg2reg
- CP max stage cell: edfxtp_1
- Die area: 7400 sq um
- Max-cap violation count: 0
- CTS Buffer Depth: 2
- Yosys Chip Area: 492 sq um
- FP Core Util: 11.9%
- Vias per Instance: 2.98
- CTS Root Cell: clkbuf_8
- Min Tclk post-route: 1.40 ns
- Dpl hpwl: 869 um
- Layout cells sized above 1: 20.4%
- Pwr Density: 1070 nW/um^2
- DRC violation count after routing: 0
- Sequential area share after synthesis: 71.5%
- Top cells by count, synth: edfxtp_1 (10), buf_4 (8), a22oi_1 (2), nor2_1 (2)
- Worst-skew pair later-pin latency: 0.23 ns
- Htree depth: 1
- Registers, synthesis: 12
- Top-count cell post-synth: edfxtp_1
- I/O Pins: 24
- Pre-CTS setup slack: -0.238 ns
- Die Y: 86 um
- Final setup fails: 0
- CTS clock-pin slew for the worst setup and hold paths: 0.05 ns
- EDFF count, synth: 10
- CTS tree: done
- Worst path cell trace: nor4_2 > nand2_1 > mux2_4
- Gr usage total: 2.96%
- CP bufs+invs: 0
- First-pass GRT wire length: 1750 um
- Port bufs: 14
- Mapped Cells: 32
- WP data arrival: 1.38 ns
- Syn avg cell area: 15.4 sq um
- Area growth, synth to finish: 53.2%
- Vias in the first global route: 375
- Max Slew Vio Count: 0
- Non-filler cells, final: 104
- Synth top area share: 61.1%
- Cell variety after synth: 14
- Tool Warnings: 28
- Die Width: 86 um
==> area by class of cell <==
type | instances | area (sq um) | area share [%]
flip-flops and latches | 12 | 352 | 46.7
repair buffers | 19 | 181 | 24.1
multi-input cells | 19 | 113 | 15.0
well taps | 50 | 62.6 | 8.31
clock buffers | 3 | 41.3 | 5.48
clock inverters | 1 | 3.75 | 0.498
==> worst reg2reg max path, cell delays in order (launching register included) <==
cell	delay (ns)
edfxtp_1	0.40
nor4_2	0.31
nand2_1	0.13
mux2_4	0.31
==> where the power goes <==
part | switching [mW] | internal [mW] | total [mW]
clock network | 0.112 | 0.192 | 0.304
logic | 0.0223 | 0.0538 | 0.0760
registers | 0.0122 | 0.414 | 0.426
==> placed cells by master, fill, tap and decap left out, types with 2 or more instances in the layout <==
cell,n
nor2_1,2
clkdlybuf4s50_1,11
edfxtp_1,10
a22oi_1,2
buf_4,5
conb_1,8
clkbuf_8,3
dlymetal6s2s_1,2
==> path summary, 6_finish.rpt <==
check                          start   end  slack (ns)  cells past startpoint
min                            rst_n  sclk        0.21                      1
max                        flip-flop    so       0.005                      3
max reg2reg                flip-flop    so       0.005                      3
max in group asynchronous      rst_n    cs        0.99                      1
min in group clk0               sclk  sclk        0.43                      1
min reg2reg                     sclk  sclk        0.43                      1
==> timing repair <==
item | CTS | global route
resized | 2 | 2
pin swaps | 0 | 2
hold buffers | 0 | 0
hold endpoints to repair | 0 | 0
setup endpoints to repair | 2 | 2
buffers inserted | 0 | 0
==> layer usage <==
metal  vias to the layer above  GRT usage (%)  wire (um)  part of all wire (%)
li1                        148              -          -                     -
met1                       141           3.23        461                    44
met2                        21           4.73        479                    45
met3                         0           2.19        115                    11
met4                         0          0.150          0                     0
met5                         -              0          0                     0
==> logic make-up (layout without fill, tap and decap cells) <==
family	after synthesis	in the layout	share of synthesized area, %
buffers and inverters	8	23	12.2
and+or+nand+nor	6	6	5.60
muxes	1	1	3.05
other	1	8	0.763
DFF	12	12	71.5
AOI/OAI and AO/OA	4	4	6.87
==> stage by stage <==
| stage | power, mW | util (%) | hold WS [ns] | area (sq um) | setup TNS, ns |
|---|---|---|---|---|---|
| 2_1_floorplan | 0.457 | - | -0.0156 | 518 | 0 |
| 3_3_place_gp | 0.510 | 17.0 | 0.416 | 698 | -0.241 |
| 3_5_place_dp | 0.510 | 17.0 | 0.420 | 698 | -0.238 |
| 4_1_cts | 0.821 | 18.2 | 0.206 | 748 | -0.0107 |
| 5_1_grt | 0.849 | 18.3 | 0.200 | 753 | -0.0973 |
| 6_report | 0.807 | 18.3 | 0.208 | 753 | 0 |
Power and IR drop assume default switching activity.
